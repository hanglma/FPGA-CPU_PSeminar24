==> flow/design.v <==
module Control(
    input clk,
    input rst,
    input [7:0] Instruction, 
    input flag_z,            
    input flag_c,            
    output [1:0] MUX_sel,    
    output [3:0] ALU_op,     
    output memory_WE,        
    output AR_load,          
    output AR_inc,           
    output PC_load,          
    output PC_inc,           
    output AC_load,          
    output ZC_load,          
    output IR_load,          
    output DR_load,          
    output TL_load,          
    output TH_load,          
    output AB_sel,
    output [3:0] dev_state_count,
    output clear
    );
    localparam INS_NOP  = 8'h00;
    localparam INS_LDI  = 8'h01;
    localparam INS_LDA  = 8'h02;
    localparam INS_STA  = 8'h03;
    localparam INS_MVA  = 8'h04;
    localparam INS_JMP  = 8'h05;
    localparam INS_JMPZ = 8'h06;
    localparam INS_JPNZ = 8'h07;
    localparam INS_ADD  = 8'h08;
    localparam INS_ADDI = 8'h09;
    localparam INS_SUB  = 8'h0A;
    localparam INS_SUBI = 8'h0B;
    localparam INS_CLA  = 8'h0C;
    localparam INS_AND  = 8'h0D;
    localparam INS_OR   = 8'h0E;
    localparam INS_XOR  = 8'h0F;
    localparam INS_NOT  = 8'h10;
    localparam INS_GT   = 8'h11;
    localparam INS_GTE  = 8'h12;
    localparam INS_LT   = 8'h13;
    localparam INS_LTE  = 8'h14;
    localparam INS_EQ   = 8'h15;
    localparam MUX_ACC = 2'b00;
    localparam MUX_DR  = 2'b01;
    localparam MUX_PC  = 2'b10;
    localparam MUX_MEM = 2'b11;
    localparam MUX_default = MUX_ACC;
    localparam ALU_ZERO = 4'b0000;
    localparam ALU_PASS = 4'b0001;
    localparam ALU_ADD =  4'b0010;
    localparam ALU_SUB =  4'b0011;
    localparam ALU_AND =  4'b0100;
    localparam ALU_OR =   4'b0101;
    localparam ALU_XOR =  4'b0110;
    localparam ALU_NOT =  4'b0111;
    localparam ALU_GT =   4'b1000;
    localparam ALU_GTE =  4'b1001;
    localparam ALU_LT =   4'b1010;
    localparam ALU_LTE =  4'b1011;
    localparam ALU_EQ =   4'b1100;
    localparam ALU_default = ALU_PASS;
    reg [3:0] StateCount;
    always @(negedge clk) begin
        StateCount <= StateCount + 1;
        if(!rst) begin
            StateCount <= 0;
        end else begin
            if(clear) begin
                StateCount <= 0;
            end
        end
    end
    assign MUX_sel = ((Instruction==INS_STA & StateCount==5) | (Instruction==INS_MVA & StateCount==2)) ? MUX_ACC : (
                     (StateCount == 2 & (Instruction==INS_ADD|Instruction==INS_SUB|Instruction==INS_AND|Instruction==INS_OR|Instruction==INS_XOR|Instruction==INS_NOT|Instruction==INS_GT|Instruction==INS_GTE|Instruction==INS_LT|Instruction==INS_LTE|Instruction==INS_EQ)) ? MUX_DR : (
                     (StateCount == 1 | Instruction==INS_SUBI | Instruction==INS_ADDI | Instruction==INS_LDI | (Instruction==INS_LDA & StateCount == 5) | ((Instruction==INS_LDA|Instruction==INS_STA|Instruction==INS_JMP|Instruction==INS_JMPZ|Instruction==INS_JPNZ) & (StateCount==2|StateCount==3))) ? MUX_MEM : MUX_default ));
    assign ALU_op =  Instruction==INS_CLA ? ALU_ZERO : (
                        Instruction==INS_AND ? ALU_AND : (
                        Instruction==INS_OR ? ALU_OR: (
                        Instruction==INS_XOR ? ALU_XOR : (
                        Instruction==INS_NOT ? ALU_NOT : (
                        Instruction==INS_GT ? ALU_GT : (
                        Instruction==INS_GTE ? ALU_GTE : (
                        Instruction==INS_LT ? ALU_LT : (
                        Instruction==INS_LTE ? ALU_LTE : (
                        Instruction==INS_EQ ? ALU_EQ : (
                        (Instruction==INS_ADD | Instruction==INS_ADDI) ? ALU_ADD : (
                        (Instruction==INS_SUB | Instruction==INS_SUBI) ? ALU_SUB : ALU_default
                        ))))))))))
                    );
    assign memory_WE = (Instruction == INS_STA & StateCount == 5) ? 1 : 0;
    assign clear = ((StateCount==2 & (Instruction==INS_NOP|Instruction==INS_LDI|Instruction==INS_MVA|Instruction==INS_ADD|Instruction==INS_ADDI|Instruction==INS_SUB|Instruction==INS_SUBI|Instruction==INS_CLA|Instruction==INS_AND|Instruction==INS_OR|Instruction==INS_XOR|Instruction==INS_NOT|Instruction==INS_GT|Instruction==INS_GTE|Instruction==INS_LT|Instruction==INS_LTE|Instruction==INS_EQ)) |
                    (StateCount==4 & (Instruction==INS_JMP|Instruction==INS_JMPZ|Instruction==INS_JPNZ)) |
                    (StateCount==5 & (Instruction==INS_STA|Instruction==INS_LDA))
                    ) ? 1:0;
    assign PC_load = ((Instruction==INS_JMP & StateCount==4) |
                      (Instruction==INS_JMPZ & StateCount==4 & flag_z==1'b1) |
                      (Instruction==INS_JPNZ & StateCount==4 & flag_z==1'b0)
                     ) ? 1 : 0;
    assign PC_inc = ((StateCount==2&(Instruction==INS_ADDI|Instruction==INS_SUBI|Instruction==INS_LDI)) |
                     ((Instruction==INS_LDA|Instruction==INS_STA|Instruction==INS_JMP|Instruction==INS_JMPZ|Instruction==INS_JPNZ) & (StateCount==2|StateCount==3)) |
                     (StateCount==1)
                    ) ? 1:0;
    assign AR_load = ((StateCount==0) |
                      (StateCount==4 & (Instruction==INS_LDA|Instruction==INS_STA))
                     ) ? 1:0;
    assign AR_inc = ((StateCount==2&(Instruction==INS_ADDI|Instruction==INS_SUBI|Instruction==INS_LDI)) |
                     ((Instruction==INS_LDA|Instruction==INS_STA|Instruction==INS_JMP|Instruction==INS_JMPZ|Instruction==INS_JPNZ) & (StateCount==2|StateCount==3)) |
                      (StateCount==1)
                    ) ? 1:0;
    assign TH_load = (StateCount==2 & (Instruction==INS_LDA|Instruction==INS_STA|Instruction==INS_JMP|Instruction==INS_JMPZ|Instruction==INS_JPNZ)) ? 1:0;
    assign TL_load = (StateCount==3 & (Instruction==INS_LDA|Instruction==INS_STA|Instruction==INS_JMP|Instruction==INS_JMPZ|Instruction==INS_JPNZ)) ? 1:0;
    assign AB_sel  = (StateCount == 0) ? 1:0;
    assign AC_load = ((StateCount==2 & (Instruction==INS_LDI|Instruction==INS_ADD|Instruction==INS_ADDI|Instruction==INS_SUB|Instruction==INS_SUBI|Instruction==INS_CLA|Instruction==INS_AND|Instruction==INS_OR|Instruction==INS_XOR|Instruction==INS_NOT|Instruction==INS_GT|Instruction==INS_GTE|Instruction==INS_LT|Instruction==INS_LTE|Instruction==INS_EQ)) |
                      (Instruction==INS_LDA & StateCount==5)
                     ) ? 1:0;
    assign IR_load = (StateCount==1) ? 1:0;
    assign DR_load = (StateCount==2 & Instruction==INS_MVA) ? 1:0;
    assign ZC_load = (StateCount==2 & (Instruction==INS_ADD|Instruction==INS_ADDI|Instruction==INS_SUB|Instruction==INS_SUBI|Instruction==INS_CLA|Instruction==INS_AND|Instruction==INS_OR|Instruction==INS_XOR|Instruction==INS_NOT|Instruction==INS_GT|Instruction==INS_GTE|Instruction==INS_LT|Instruction==INS_LTE|Instruction==INS_EQ)) ? 1:0;
    assign dev_state_count  = StateCount;
endmodule
==> flow/run.sh <==
#!/bin/bash
# OpenROAD 26Q1-2900-gdf79404cd8, Yosys 0.63+post, stock flow scripts
make -C /OpenROAD-flow-scripts/flow DESIGN_CONFIG=/design/flow/config.mk WORK_HOME=/design/flow/orfs finish
==> flow/config.mk <==
export PLATFORM = sky130hd
export DESIGN_NAME = Control
export DESIGN_NICKNAME = Control
export VERILOG_FILES = /design/flow/design.v
export SDC_FILE = /design/flow/constraint.sdc
export NUM_CORES = 4
export LEC_CHECK = 1
export CORE_AREA = 10 10 86 86
export DIE_AREA = 0 0 96 96
==> flow/constraint.sdc <==
current_design Control

set clk_period 4.2
set clk_io_pct 0.2

create_clock -name clk0 -period $clk_period [get_ports {clk}]

set non_clock_inputs [all_inputs -no_clocks]
set_input_delay [expr $clk_period * $clk_io_pct] -clock clk0 $non_clock_inputs
set_output_delay [expr $clk_period * $clk_io_pct] -clock clk0 [all_outputs]
==> results_slide.txt <==
Key Metrics from the Run

Power
  • Leakage: around 0.00083 uW
  • Sw Pwr: 87.3 uW
  • Power per cell area: 153 mW/mm^2
  • Max VDD drop: 92.3 uV
  • Seq pwr share: 16.5%
  • Clock share of power: 34.2%
  • Int Pwr: 187 uW
  • Logic pwr share: approximately half
  • Switching Fraction: 31.8%

Worst setup path
  • Crit Path Class: reg2out
  • Reg-to-reg startpoint: StateCount[1]$_SDFF_NP0_
  • Critical path, cell by cell: buf_4 > ha_4 > nor3b_4 > buf_6 > nand2_4 > a31oi_2 > or4_1 > buf_2
  • Crit start category: flop
  • Reg2reg path depth: 7
  • Worst path bufs/invs: 3
  • Crit path DAT: 4.03 ns
  • Crit path capture type: output pin
  • R2R setup slack: about 2.2 ns
  • Crit-path max cell delay: approximately 0.50 ns
  • Worst-path maximum fanout: 4
  • Crit path max-delay family: simple AND/OR/NAND/NOR gates
  • Crit-path slowest cell: or4_1
  • CP required: roughly 3.4 ns
  • R2r endpoint: StateCount[1]$_SDFF_NP0_

GRT
  • First-pass GRT wire length: 5.11 mm
  • Initial antenna violation count: 0
  • Largest net degree at the start of global routing: 12
  • Global route overflow: 0
  • Vias in the first global route: 1096
  • GRT Total Usage: under 10%

Cells and area
  • Share of layout cells above drive strength 1: 61.3%
  • Top cells excl fill/tap: buf_4 (46), buf_2 (12), buf_6 (12)
  • Most used logic cell in the final layout: buf_4
  • Biggest regs: StateCount (4)
  • Fin util: 32.3%
  • FILL cells: about 560
  • Area Growth Syn to Fin: 137%
  • Max reg flops: 4
  • Most flops, register: StateCount

Synthesis
  • Synth unique cells: between 40 and 50
  • Registers, synthesis: 4
  • Post-synthesis chip area from yosys: 756 um^2
  • Area share, top type: 10.6%
  • Post-synth EDFFs: 0
  • Top cells, area: dfxtp_1 (11%), ha_1 (6.6%), nor3_1 (5.3%)
  • Synth Cell Area: 756 um^2
  • Yosys Instances: 103
  • Yosys top cell by area: dfxtp_1
  • Syn. warnings: 1
  • Main flop type: dfxtp_1
  • Mean Syn Cell Area: roughly 7.3 um^2
  • Async set-or-reset flop fraction in the synthesized netlist: 0%
  • Seq share, synth: 10.6%
  • Cell count after synthesis: about 100

Routing
  • Diode count: 0
  • Vias/cell: 4.10
  • Final antenna-violating net count: 0
  • 1st-iter DRT viols: 29
  • Via Count: 1078
  • DRT Wirelength: 3.26 mm
  • First-pass DRT Iterations: 4
  • Wire length per cell: 12.4 um
  • DRC: 0

Job
  • OpenROAD warning count: 36
  • MaxCap Viol Count: 0

Final timing
  • Worst slew pin tran: about 0.6 ns
  • # setup viols final: 19
  • Final Max Slew Viols: 0
  • Hold Violations, Final: 0
  • RSZ-0062 raised after global routing: true
  • Final worst-path setup slack: -0.675 ns
  • Clk_skew: approximately 0.012 ns
  • Slew HR: 59.1%

Floorplan
  • Floorplan Utilization: 13.6%
  • Die X: 96 um
  • Height of the die: between 90 and 100 um
  • Rows: 27
  • Top Ports: 35
  • Die Size: just over 0.009 mm^2
  • Core ar.: 0.00554 mm^2

Clocking
  • CTS tree: yes
  • Htree depth: 1
  • Skew-Pair Late Insertion Delay: 0.28 ns
  • Clock transition at path regs: 0.03 ns
  • Worst-case clock buffer depth: 2
  • Clock sink total: 4
  • TritonCTS Buffers: 3
  • Root Buffer: clkbuf_8

Min path
  • Hold Path Class: reg2reg
  • WHS Path Cells: 2
  • HP Start: StateCount[0]$_SDFF_NP0_
  • Hold path endpoint: StateCount[0]$_SDFF_NP0_

Placement
  • I/O Buffers: 33
  • Place WS: -0.758 ns
  • DP HPWL: 2.54 mm
  • GP Congestion: 0.837

Run status
  • Outcome: complete, but fails checks
  • Failing checks: setup timing
-- worst min-delay path: cells and delay by family (launching register included) --
kind	cells	cell delay, ns
buffers and inverters	1	0.14
DFF	1	0.37
and+or+nand+nor	1	0.05
-- worst max path at each step --
stage | startpoint | endpoint | slack (ns) | depth (start not counted)
6_report | StateCount[1]$_SDFF_NP0_ | clear | -0.67 | 8
5_1_grt | StateCount[1]$_SDFF_NP0_ | MUX_sel[1] | -0.83 | 9
4_1_cts | StateCount[1]$_SDFF_NP0_ | MUX_sel[1] | -0.80 | 9
-- cell families after synthesis --
family	after synthesis	synth area share, %
simple gates	54	46.5
fa+ha+maj	4	6.62
buf+inv	15	9.11
compound gates	20	19.7
xor+xnor	4	4.64
flops	4	10.6
mux	2	2.81
-- per-stage QoR --
step | total power, uW | instance area (um^2) | hold WS, ns | instances | TNS (ns)
after floorplan | 98.1 | 812 | 0.452 | 103 | -1.77
final | 274 | 1790 | 0.605 | 263 | -6.93
after CTS | 265 | 1660 | 0.582 | 258 | -8.08
after global routing | 297 | 1790 | 0.615 | 263 | -8.67
after detailed placement | 171 | 1500 | 0.570 | 243 | -10.51
after global placement | 171 | 1500 | 0.567 | 243 | -10.44
-- area by class of cell --
cell class | instances | area, um^2 | share of cell area (%)
multi-input cells | 84 | 786 | 43.9
repair buffers | 91 | 741 | 41.4
flip-flops and latches | 4 | 92.6 | 5.17
well taps | 72 | 90.1 | 5.03
clock buffers | 3 | 41.3 | 2.31
inverters | 5 | 23.8 | 1.33
clock inverters | 4 | 15.0 | 0.839
-- power groups by stage --
stage,clock network [uW],logic [uW],registers [uW]
4_1_cts,96.3,124,44.9
5_1_grt,102,149,45.5
6_report,93.6,135,45.2
-- synth_stat cells (all sizes together), types with 2 or more instances --
cell    count
or4         3
clkbuf      4
nor3b       4
xor2        3
nor3        8
nor2b       2
a21oi       7
nor4        7
nand4b      2
nand2b      3
ha          4
nor2        6
inv         6
buf         5
or3         2
dfxtp       4
a32oi       2
nand2       8
a31oi       3
o21ai       2
or3b        3
-- layer usage --
metal	GRT usage, %	vias up	share of wire, %
met2	11.3	34	47
met4	0.614	0	1.4
met5	0	-	0
met3	2.04	6	8.0
met1	8.38	476	44
li1	-	562	-
-- what timing repair did --
action,CTS,global route
hold buffers,0,0
gates resized,78,28
buffers inserted,12,5
cloned,0,0
pin swaps,11,11
setup endpoints to repair,20,21
Power is estimated from default activity; no workload was simulated.
